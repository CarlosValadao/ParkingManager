## flow/config.mk

```make
export PLATFORM = sky130hd
export DESIGN_NAME = Sistema
export DESIGN_NICKNAME = Sistema
export VERILOG_FILES = /design/flow/design.v
export SDC_FILE = /design/flow/constraint.sdc
export NUM_CORES = 4
export LEC_CHECK = 1
export CORE_AREA = 10 10 108 108
export DIE_AREA = 0 0 118 118
```

## flow/constraint.sdc

```tcl
current_design Sistema

set clk_period 4.7
set clk_io_pct 0.2

create_clock -name clk0 -period $clk_period [get_ports {CLK}]

set non_clock_inputs [all_inputs -no_clocks]
set_input_delay [expr $clk_period * $clk_io_pct] -clock clk0 $non_clock_inputs
set_output_delay [expr $clk_period * $clk_io_pct] -clock clk0 [all_outputs]
```

## flow/design.v

```verilog
module DecodificadorBin2DecD7S(b0, b1, b2, b3, segmentos);
  input b0, b1, b2, b3;
  output [6:0] segmentos;
  wire aPart1, aPart2;
  wire bPart1, bPart2;
  wire dPart1, dPart2, dPart3;
  wire ePart1, ePart2, ePart3;
  wire fPart1, fPart2, fPart3;
  wire gPart1, gPart2;
  xor Ab1xorb3(aPart1, b1, b3);
  and Aand1(aPart2, ~b0, ~b2);
  and aFinal(segmentos[6], aPart1, aPart2);
  xor bXor(bPart1, b2, b3);
  and bAnd1(bPart2, ~b0, b1);
  and bFinal(segmentos[5], bPart1, bPart2);
  and cFinal(segmentos[4], ~b0, ~b1, b2, ~b3);
  and Dand1(dPart1, ~b0, ~b1, ~b2, b3);
  and Dand2(dPart2, ~b0, b1, ~b2, ~b3);
  and Dand3(dPart3, ~b0, b1, b2, b3);
  or dFinal(segmentos[3], dPart1, dPart2, dPart3);
  and Eand1(ePart1, ~b0, b3);
  and Eand2(ePart2, ~b0, b1, ~b2);
  and Eand3(ePart3, b0, ~b1, ~b2, b3);
  or eFinal(segmentos[2], ePart1, ePart2, ePart3);
  and Fand1(fPart1, ~b0, ~b1, b3);
  and Fand2(fPart2, ~b0, ~b1, b2);
  and Fand3(fPart3, ~b0, b2, b3);
  or fFinal(segmentos[1], fPart1, fPart2, fPart3);
  and Gand1(gPart1, ~b0, ~b1, ~b2);
  and Gand2(gPart2, ~b0, b1, b2, b3);
  or gFinal(segmentos[0], gPart1, gPart2);
endmodule
module DivisorFrequencia (clk, Q18, Q19);
	input clk;
	output Q18, Q19;
	wire Q1, Q2, Q3, Q4, Q5, Q6, Q7, Q8, Q9, Q10, Q11, Q12, Q13, Q14, Q15, Q16, Q17;
	FF_JK FF_JK1 (.clk(clk), .J(1), .K(1), .Q(Q1));
	FF_JK FF_JK2 (.clk(Q1), .J(1), .K(1), .Q(Q2));
	FF_JK FF_JK3 (.clk(Q2), .J(1), .K(1), .Q(Q3));
	FF_JK FF_JK4 (.clk(Q3), .J(1), .K(1), .Q(Q4));
	FF_JK FF_JK5 (.clk(Q4), .J(1), .K(1), .Q(Q5));
	FF_JK FF_JK6 (.clk(Q5), .J(1), .K(1), .Q(Q6));
	FF_JK FF_JK7 (.clk(Q6), .J(1), .K(1), .Q(Q7));
	FF_JK FF_JK8 (.clk(Q7), .J(1), .K(1), .Q(Q8));
	FF_JK FF_JK9 (.clk(Q8), .J(1), .K(1), .Q(Q9));
	FF_JK FF_JK10 (.clk(Q9), .J(1), .K(1), .Q(Q10));
	FF_JK FF_JK11 (.clk(Q10), .J(1), .K(1), .Q(Q11));
	FF_JK FF_JK12 (.clk(Q11), .J(1), .K(1), .Q(Q12));
	FF_JK FF_JK13 (.clk(Q12), .J(1), .K(1), .Q(Q13));
	FF_JK FF_JK14 (.clk(Q13), .J(1), .K(1), .Q(Q14));
	FF_JK FF_JK15 (.clk(Q14), .J(1), .K(1), .Q(Q15));
	FF_JK FF_JK16 (.clk(Q15), .J(1), .K(1), .Q(Q16));
	FF_JK FF_JK17 (.clk(Q16), .J(1), .K(1), .Q(Q17));
	FF_JK FF_JK18 (.clk(Q17), .J(1), .K(1), .Q(Q18));
	FF_JK FF_JK19 (.clk(Q18), .J(1), .K(1), .Q(Q19));
endmodule
module FF_JK (clk, J, K, Q);
	input clk, J, K;
	output reg Q;
	initial begin
	Q = 1'b0;
	end
	always @ (negedge clk) begin
		case ({J,K})
			2'b00: Q <= Q;
			2'b01: Q <= 0;
			2'b10: Q <= 1;
			2'b11: Q <= ~Q;
		endcase
	end
endmodule
module Inversor8b(A, notA);
	input [7:0] A;
	output [7:0] notA;
	not notCH7 (notA[7], A[7]); 
	not notCH6 (notA[6], A[6]); 
	not notCH5 (notA[5], A[5]); 
	not notCH4 (notA[4], A[4]); 
	not notCH3 (notA[3], A[3]); 
	not notCH2 (notA[2], A[2]); 
	not notCH1 (notA[1], A[1]); 
	not notCH0 (notA[0], A[0]);
endmodule
module MUX_7b_4x1(a, b, c, d, s0, s1, f);
	input [6:0] a, b, c, d;
	input s0, s1;
	output [6:0] f;
	MUX_basico_4x1 MUX_basico_4x1_0(.a(a[0]), .b(b[0]), .c(c[0]), .d(d[0]), .s0(s0), .s1(s1), .f(f[0]));
	MUX_basico_4x1 MUX_basico_4x1_1(.a(a[1]), .b(b[1]), .c(c[1]), .d(d[1]), .s0(s0), .s1(s1), .f(f[1]));
	MUX_basico_4x1 MUX_basico_4x1_2(.a(a[2]), .b(b[2]), .c(c[2]), .d(d[2]), .s0(s0), .s1(s1), .f(f[2]));
	MUX_basico_4x1 MUX_basico_4x1_3(.a(a[3]), .b(b[3]), .c(c[3]), .d(d[3]), .s0(s0), .s1(s1), .f(f[3]));
	MUX_basico_4x1 MUX_basico_4x1_4(.a(a[4]), .b(b[4]), .c(c[4]), .d(d[4]), .s0(s0), .s1(s1), .f(f[4]));
	MUX_basico_4x1 MUX_basico_4x1_5(.a(a[5]), .b(b[5]), .c(c[5]), .d(d[5]), .s0(s0), .s1(s1), .f(f[5]));
	MUX_basico_4x1 MUX_basico_4x1_6(.a(a[6]), .b(b[6]), .c(c[6]), .d(d[6]), .s0(s0), .s1(s1), .f(f[6]));
endmodule
module MUX_basico_2x1 (a, b, s, f);
	input a, b, s;
	output f;
	wire w1, w2, w3;
	not not1 (w1, s);
	and and1 (w2, b, s);
	and and2 (w3, a, w1);
	or or1 (f, w2, w3);
endmodule
module MUX_basico_4x1(a, b, c, d, s0, s1, f);
	input a, b, c, d, s0, s1;
	output f;
	wire f_basico1;
	wire f_basico2;
	MUX_basico_2x1 MUX_basico1(.a(a), .b(b), .s(s1), .f(f_basico1));
	MUX_basico_2x1 MUX_basico2(.a(c), .b(d), .s(s1), .f(f_basico2));
	MUX_basico_2x1 MUX_basico3(.a(f_basico1), .b(f_basico2), .s(s0), .f(f));
endmodule
module MUX_duplo_2x1(a, b, s, f);
	input [1:0] a, b;
	input s;
	output [1:0] f;
	MUX_basico_2x1 MUX_basico_2x1_0(.a(a[0]), .b(b[0]), .s(s), .f(f[0]));
	MUX_basico_2x1 MUX_basico_2x1_1(.a(a[1]), .b(b[1]), .s(s), .f(f[1]));
endmodule
module MUX_quadruplo_2x1(a, b, s, f);
	input [3:0] a, b;
	input s;
	output [3:0] f;
	MUX_basico_2x1 MUX_basico_2x1_0(.a(a[0]), .b(b[0]), .s(s), .f(f[0]));
	MUX_basico_2x1 MUX_basico_2x1_1(.a(a[1]), .b(b[1]), .s(s), .f(f[1]));
	MUX_basico_2x1 MUX_basico_2x1_2(.a(a[2]), .b(b[2]), .s(s), .f(f[2]));
	MUX_basico_2x1 MUX_basico_2x1_3(.a(a[3]), .b(b[3]), .s(s), .f(f[3]));
endmodule
module MUX_quadruplo_4x1(a, b, c, d, s0, s1, f);
	input [3:0] a, b, c, d;
	input s0, s1;
	output [3:0] f;
	MUX_basico_4x1 MUX_basico_4x1_0(.a(a[0]), .b(b[0]), .c(c[0]), .d(d[0]), .s0(s0), .s1(s1), .f(f[0]));
	MUX_basico_4x1 MUX_basico_4x1_1(.a(a[1]), .b(b[1]), .c(c[1]), .d(d[1]), .s0(s0), .s1(s1), .f(f[1]));
	MUX_basico_4x1 MUX_basico_4x1_2(.a(a[2]), .b(b[2]), .c(c[2]), .d(d[2]), .s0(s0), .s1(s1), .f(f[2]));
	MUX_basico_4x1 MUX_basico_4x1_3(.a(a[3]), .b(b[3]), .c(c[3]), .d(d[3]), .s0(s0), .s1(s1), .f(f[3]));
endmodule
module Sistema (vagasEstacionamento, CLK, digitoD7S, numeroD7S, pontoD7S, colunaMatrizLEDS, linhaMatrizLEDS, linhaMatrizLEDSOff);
	input [7:0] vagasEstacionamento;
	input CLK;
	output [3:0] digitoD7S;
	output [6:0] numeroD7S;
	output pontoD7S;
	output [1:0] colunaMatrizLEDS;
	output [3:0] linhaMatrizLEDS;
	output [2:0] linhaMatrizLEDSOff;
	wire S1, S2;
	wire [7:0] notVagasEstacionamento;
	wire [3:0] totalVagasOcupadas, totalVagasLivres;
	wire [6:0] numeroOcupadasD7S, numeroLivresD7S;
	Inversor8b InversorVagas (.A(vagasEstacionamento), .notA(notVagasEstacionamento));
	DivisorFrequencia DivisorFreq (.clk(CLK), .Q18(S1), .Q19(S2));
	SomadorVagas SomadorVagasOcupadas (.V(vagasEstacionamento), .S(totalVagasOcupadas));
	SomadorVagas SomadorVagasLivres (.V(notVagasEstacionamento), .S(totalVagasLivres));
	DecodificadorBin2DecD7S DecodificadorVagasOcupadas (.b0(totalVagasOcupadas[3]), .b1(totalVagasOcupadas[2]), .b2(totalVagasOcupadas[1]), .b3(totalVagasOcupadas[0]), .segmentos(numeroOcupadasD7S));
	DecodificadorBin2DecD7S DecodificadorVagasLivres (.b0(totalVagasLivres[3]), .b1(totalVagasLivres[2]), .b2(totalVagasLivres[1]), .b3(totalVagasLivres[0]), .segmentos(numeroLivresD7S));
	MUX_quadruplo_4x1 MuxDigitoD7S(.a(4'b0111), .b(4'b1011), .c(4'b1101), .d(4'b1110), .s0(S2), .s1(S1), .f(digitoD7S));
	MUX_7b_4x1 MuxNumeroDecodificadoD7S(.a(7'b0110000), .b(numeroLivresD7S), .c(7'b0111000), .d(numeroOcupadasD7S), .s0(S2), .s1(S1), .f(numeroD7S));
	MUX_duplo_2x1 MuxColunaMatrizLEDS(.a(2'b10), .b(2'b01), .s(S2), .f(colunaMatrizLEDS));
	MUX_quadruplo_2x1 MuxLinhaMatrizLEDS(.a({notVagasEstacionamento[7],notVagasEstacionamento[5],notVagasEstacionamento[3], notVagasEstacionamento[1]}), .b({notVagasEstacionamento[6],notVagasEstacionamento[4],notVagasEstacionamento[2], notVagasEstacionamento[0]}), .s(S2), .f(linhaMatrizLEDS));
	assign linhaMatrizLEDSOff = 3'b111;
	assign pontoD7S = 1'b1;
endmodule
module Somador4b (S, Cout, A, B, Cin);
   input [3:0] A, B;
	input Cin;
   output [3:0] S;
	output Cout;
   wire T1, T2, T3;
	SomadorCompleto s1b1 (.S(S[0]), .Cout(T1), .A(A[0]), .B(B[0]), .Cin(Cin));
	SomadorCompleto s1b2 (.S(S[1]), .Cout(T2), .A(A[1]), .B(B[1]), .Cin(T1));
	SomadorCompleto s1b3 (.S(S[2]), .Cout(T3), .A(A[2]), .B(B[2]), .Cin(T2));
	SomadorCompleto s1b4 (.S(S[3]), .Cout(Cout), .A(A[3]), .B(B[3]), .Cin(T3));
endmodule
module SomadorCompleto (S, Cout, A, B, Cin);
	input A, B, Cin;
   output S, Cout;
   wire T1, T2, T3;
   xor Xor0(T1, A, B);
   and And0(T2, A, B);
   and And1(T3, T1, Cin);
   or Or0(Cout, T2, T3);
   xor Xor1 (S, T1, Cin);
endmodule
module SomadorVagas (V, S);
   input [7:0] V;
	output [3:0] S;
	wire [3:0] s1, s2, s3, s4, s5, s6;
	wire cout1, cout2, cout3, cout4, cout5, cout6, cout7;
	Somador4b somador1 (.S(s1), .Cout(cout1), .A(V[7]), .B(V[6]), .Cin(0));
	Somador4b somador2 (.S(s2), .Cout(cout2), .A(V[5]), .B(s1), .Cin(cout1));
	Somador4b somador3 (.S(s3), .Cout(cout3), .A(V[4]), .B(s2), .Cin(cout2));
	Somador4b somador4 (.S(s4), .Cout(cout4), .A(V[3]), .B(s3), .Cin(cout3));
	Somador4b somador5 (.S(s5), .Cout(cout5), .A(V[2]), .B(s4), .Cin(cout4));
	Somador4b somador6 (.S(s6), .Cout(cout6), .A(V[1]), .B(s5), .Cin(cout5));
	Somador4b somador7 (.S(S), .Cout(cout7), .A(V[0]), .B(s6), .Cin(cout6));
endmodule
```

## flow/run.sh

```bash
#!/bin/bash
# OpenROAD 26Q1-2900-gdf79404cd8, Yosys 0.63+post, stock flow scripts
make -C /OpenROAD-flow-scripts/flow DESIGN_CONFIG=/design/flow/config.mk WORK_HOME=/design/flow/orfs finish
```

==> results_slide.txt <==
Key Metrics from the Run

Job
  – Warning total across the stage logs: 45
  – Max_cap viols: 0

Power and ir drop
  – Worst IR Drop VDD: 155 uV
  – Switch share: 40.2%
  – Combinational cell fraction of total power: 98.8%
  – Total power per unit cell area: between 300 and 400 mW/mm^2
  – Clock power frac: less than 1%
  – Switching component of the power: 0.396 mW
  – Leakage: between 1 and 1.5 nW
  – Total chip power: around 0.99 mW
  – Share of total power in sequential cells: less than 1%
  – P_int: 0.589 mW

Placed design
  – Number of cells after detailed placement: ~340
  – Buffers on Ports: 25
  – Gp weighted congestion: ~0.78
  – DPL Wire Length: ~2.6 mm

STA
  – Clock skew: 0 ns
  – Final worst setup slack: -1.93 ns
  – Final setup violation count: 7
  – Maximum clock frequency: about 150 MHz
  – Max Transition Viols Final: 0
  – Number of unconstrained endpoints: 24
  – Relative max-transition margin: approximately 63%
  – Final worst path period share: 141%
  – Minimum clock period: ~6.6 ns
  – Hold Violations, Final: 0
  – Measured slew at the worst slew-check pin: 0.561 ns
  – Number of register pins that no clock reaches: 18
  – Unrepaired setup endpoints after global routing: yes

Worst setup path
  – Critical path class: primary input to output pin
  – Endpoint arrival time on the critical path: between 5 and 6 ns
  – Capture instance of the worst register-to-register path: DivisorFreq.FF_JK1.Q$_DFF_N_
  – CP peak stage delay: between 0.5 and 0.6 ns
  – Cell with the biggest individual delay on the critical path: sky130_fd_sc_hd__fa_1
  – Required time worst endpoint: ~3.8 ns
  – Reg-to-reg slack, setup: between 4 and 5 ns
  – Worst Setup End Kind: output pin
  – Reg-to-Reg Start: DivisorFreq.FF_JK1.Q$_DFF_N_
  – Most numerous cell on the critical path: sky130_fd_sc_hd__ha_4
  – Category of the worst setup path launch point: primary input
  – Cell count of the worst reg-to-reg path: 1
  – Highest fanout seen on the critical path: 3

Global route
  – Grt met1 use: roughly 6.6%
  – First-pass GRT wire length: just under 6 mm
  – Most utilized layer in the global route result: met2
  – Aggregate global-route resource usage: 4.77%
  – Total grt overflow: 0
  – Number of global-route vias before repair: 1284
  – GR Util met2: under 10%
  – Largest net degree at the start of global routing: 12
  – Initial antenna violation count: 0
  – Global routing met3 resource utilization: less than 1%

Run status
  – Status: finished with violations
  – Violated checks: setup timing

Detailed routing
  – Diode insertion count for antenna repair: 0
  – Number of violations reported at the end of detailed-routing iteration 0: 31
  – Routed wirelength normalized by instance count: around 9.0 um
  – Total via count in the routed design: 1197
  – Per-cell via count in the routed design: 3.41
  – ANT nets after route: 0
  – Detailed-route wire length: around 3.2 mm
  – 1st-pass router iterations: 4
  – DRC Markers: 0

Clocking
  – Clock-pin transition on the worst setup and hold timing paths: 0.03 ns
  – Worst skew pair latency: ~0.030 ns

Synth
  – Total number of yosys warnings: ~48
  – Cell types occupying the most area after synthesis: sky130_fd_sc_hd__ha_1, sky130_fd_sc_hd__dfxtp_1, sky130_fd_sc_hd__fa_1
  – Area leader share: 24.8%
  – Synth Register Bits: 19
  – Portion of the post-synthesis area used by sequential elements: a little over a fifth
  – Combined area of all synthesized cells: approximately 0.0018 sq mm
  – Mapped Cells: roughly 190
  – Most frequent cell after synthesis: sky130_fd_sc_hd__inv_1
  – Synth top cells by count: sky130_fd_sc_hd__inv_1, sky130_fd_sc_hd__ha_1, sky130_fd_sc_hd__buf_4
  – Per-instance average area after synthesis: roughly 9.8 sq um
  – Yosys Instances: roughly 190
  – Dominant register cell in the synthesized netlist: sky130_fd_sc_hd__dfxtp_1
  – Flip-flops with a built-in enable: 0
  – Ys async rst share: 0%
  – Number of different library cells in the post-synthesis netlist: 37
  – Chip Area, Yosys: 0.00182 sq mm
  – Cell type with the highest aggregate area in the netlist: sky130_fd_sc_hd__ha_1

Cells and area
  – Layout Area Growth over Synthesis: 48.8%
  – Post-route insts no fill: between 300 and 400
  – Fraction of layout instances using a drive strength above 1: a little under half

Min path
  – Hold Crit Class: flop to flop
  – Hold path start: DivisorFreq.FF_JK1.Q$_DFF_N_
  – Number of cells on the worst hold path: 1
  – Hold-critical path endpoint: DivisorFreq.FF_JK1.Q$_DFF_N_

Floorplan
  – Die ar.: approximately 0.014 sq mm
  – Initial core utilization: slightly below 20%
  – Chip Height: roughly 120 um
  – Std cell rows: 35
  – Die width: about 120 um
  – Top-level I/O count: 30
  – Placeable core region: around 0.0093 sq mm
worst max-delay path by stage:
stage,slack (ns),startpoint,endpoint
4_1_cts,-2.06,vagasEstacionamento[5],numeroD7S[1]
5_1_grt,-2.10,vagasEstacionamento[6],numeroD7S[2]
6_report,-1.93,vagasEstacionamento[7],numeroD7S[1]
worst max-delay path: cells and delay by family:
| family | cells | cell delay (ns) |
|---|---|---|
| AOI/OAI and AO/OA | 1 | 0.20 |
| and+or+nand+nor | 1 | 0.12 |
| xor gates and xnor gates | 1 | 0.13 |
| buffers and inverters | 10 | 0.68 |
| adders and majority gates | 17 | 3.60 |
stage by stage:
stage / setup TNS [ns] / hold WS (ns) / instance area (sq um) / util [%] / setup slack (ns)
after floorplan: -12.55 / 0.352 / 2020 / - / -1.91
after global placement: -20.33 / 0.359 / 2400 / 25.8 / -2.94
after detailed placement: -20.55 / 0.366 / 2400 / 25.8 / -2.99
after CTS: -13.74 / 0.369 / 2660 / 28.6 / -2.06
after global routing: -14.29 / 0.406 / 2710 / 29.2 / -2.10
final: -13.10 / 0.375 / 2710 / 29.2 / -1.93
cells in the final DEF, fill, tap and decap left out, types with 5 or more instances in the layout:
| cell type | instances |
|---|---|
| sky130_fd_sc_hd__inv_1 | 27 |
| sky130_fd_sc_hd__buf_4 | 27 |
| sky130_fd_sc_hd__ha_4 | 22 |
| sky130_fd_sc_hd__dfxtp_1 | 19 |
| sky130_fd_sc_hd__clkdlybuf4s50_1 | 15 |
| sky130_fd_sc_hd__ha_1 | 10 |
| sky130_fd_sc_hd__inv_2 | 9 |
| sky130_fd_sc_hd__buf_6 | 9 |
| sky130_fd_sc_hd__buf_2 | 7 |
| sky130_fd_sc_hd__fa_2 | 6 |
| sky130_fd_sc_hd__fa_1 | 6 |
| sky130_fd_sc_hd__nand2_1 | 5 |
routing by layer:
layer | routed length, um | up-vias
met5 | 0 | -
met4 | 0 | 0
met1 | 1580 | 553
li1 | - | 627
met2 | 1490 | 17
met3 | 83 | 0
repair_timing:
| item | 4_1_cts | 5_1_grt |
|---|---|---|
| pin swaps | 48 | 27 |
| setup buffers | 10 | 1 |
| hold endpoints to repair | 0 | 0 |
| resized | 84 | 8 |
| hold buffers | 0 | 0 |
| endpoints found under the setup margin | 7 | 7 |
cell type report:
type | instances | area [sq um]
multi-input combinational | 103 | 1460
sequential | 19 | 380
inverter | 38 | 163
timing repair buffer | 61 | 539
fill | 951 | 6580
tap | 129 | 161
clock inverter | 1 | 3.75
power groups by stage:
stage,Sequential (mW),Clock (mW),Combinational [mW]
5_1_grt,0.00853,0.00432,1.08
4_1_cts,0.00866,0.00266,0.951
6_report,0.00858,0.00302,0.974
cells by family after synthesis:
group                    count (synthesis)  share of synthesized area, %
flip-flops                              19                          20.9
XOR/XNOR                                 9                          4.75
AND-OR/OR-AND                           17                          7.02
AND/OR/NAND/NOR                         20                          6.26
buffers and inverters                   67                          20.1
adder cells (fa/ha/maj)                 48                          38.0
other                                    1                         0.206
multiplexers                             5                          2.82
No activity file was given, so power comes from the tool's default toggle rates.
